==> design.v <==
`timescale 1ns / 1ps
module RegFile#(
      parameter DATA_WIDTH   = 32,   
      parameter ADDRESS_WIDTH = 5,  
      parameter NUM_REGS = 32
   )
   (
   input  clk,  
   input  rst, 
   input  rg_wrt_en,  
   input  [ADDRESS_WIDTH-1:0] rg_wrt_dest,  
   input  [ADDRESS_WIDTH-1:0] rg_rd_addr1,  
   input  [ADDRESS_WIDTH-1:0] rg_rd_addr2,  
   input  [DATA_WIDTH-1:0] rg_wrt_data,  
   output wire [DATA_WIDTH-1:0] rg_rd_data1,  
   output wire [DATA_WIDTH-1:0] rg_rd_data2  
   );
integer 	 i;
reg [DATA_WIDTH-1:0] register_file [NUM_REGS-1:0];
always @(negedge clk) begin
    if(rst==1'b0 && rg_wrt_en==1'b1)
        register_file[rg_wrt_dest] <=rg_wrt_data;
    else if(rst==1'b1)
	for (i=0;i<NUM_REGS;i=i+1)
		register_file[i]<=0;
end
assign rg_rd_data1 = register_file[rg_rd_addr1];
assign rg_rd_data2 = register_file[rg_rd_addr2];
endmodule
==> run.sh <==
#!/bin/bash
# OpenROAD 26Q1-2900-gdf79404cd8, Yosys 0.63+post, stock flow scripts
make -C /OpenROAD-flow-scripts/flow DESIGN_CONFIG=/design/flow/config.mk WORK_HOME=/design/flow/orfs finish
==> config.mk <==
export PLATFORM = sky130hd
export DESIGN_NAME = RegFile
export DESIGN_NICKNAME = RegFile
export VERILOG_FILES = /design/flow/design.v
export SDC_FILE = /design/flow/constraint.sdc
export NUM_CORES = 4
export LEC_CHECK = 1
export CORE_UTILIZATION = 40
==> constraint.sdc <==
current_design RegFile

set clk_period 7.8
set clk_io_pct 0.2

create_clock -name clk0 -period $clk_period [get_ports {clk}]

set non_clock_inputs [all_inputs -no_clocks]
set_input_delay [expr $clk_period * $clk_io_pct] -clock clk0 $non_clock_inputs
set_output_delay [expr $clk_period * $clk_io_pct] -clock clk0 [all_outputs]
==> results.json <==
{
  "htreeDepth": 3,
  "wire_per_inst_um": 21.9,
  "timing.critical_path.fanout_max": 3,
  "leakagePower_nw": 28.3,
  "power.switching_fraction_pct": 31.7,
  "final_core_utilization_pct": 49.6,
  "initialDrtViolationCount": 5385,
  "routed_wirelength_um": 211000,
  "gp_congestion": 0.924,
  "critical_path_required_ns": 6.24,
  "timing.hold.worst.class": "flip-flop to flip-flop",
  "power_report.internal_total_w": 0.00992,
  "floorplan.core_util_pct": 40.3,
  "cts_tree": "yes",
  "number_of_buffers_inserted_during_clock_tree_synthesis": 115,
  "fill_cells": 12400,
  "status": "complete, no violations",
  "globalRouteTotalUtil_pct": 31.1,
  "worstSetupEndpointType": "output pin",
  "ys_cells": 6915,
  "cts-root-buf": "sky130_fd_sc_hd__clkbuf_16",
  "ff_type": "sky130_fd_sc_hd__dfxtp_1",
  "actual_slew_at_the_worst_max_slew_pin_ns": 0.843,
  "cap_violations": 0,
  "die-width_um": 369,
  "grt_antenna_before_repair": 7,
  "synth_cell_types": 34,
  "port_buffer_count": 113,
  "critPathLaunchType": "flip-flop",
  "clockBufferDepth": 3,
  "post-synth-top-area-cell": "sky130_fd_sc_hd__dfxtp_1",
  "largest_register_ffs": 1024,
  "placement_rows": 134,
  "finalClockSkew_ns": 0,
  "proportion_of_layout_cells_with_a_drive_suffix_above_1_pct": 10.1,
  "synth_flops": 1024,
  "postSynthCellCount": 6915,
  "combGateArea_um2": 31500,
  "clock_latency_ns": 0.73,
  "synth_largest_type_area_fraction_pct": 38.1,
  "biggestRegsByFlops": "register_file x1024",
  "fraction_of_power_consumed_by_the_clock_network_pct": 54.2,
  "total_die_area_um2": 136000,
  "clk_pin_slew_ns": 0.03,
  "detail_route.first_pass.iterations": 6,
  "antenna_left": 0,
  "vdd_drop_max_mv": 0.183,
  "share_seq_of_total_power_pct": 36.6,
  "grt_max_degree": 153,
  "worst-setup-path-type": "flip-flop to output pin",
  "max_flop_register": "register_file",
  "globalRoute.totalOverflow": 0,
  "critical_path_arrival_ns": 6.23,
  "power-per-cell-area_nw_per_um2": 219,
  "yosysSeqAreaShare_pct": 38.1,
  "warning_count": 1044,
  "synthesis.yosys.warnings": 1,
  "grt_setup_unrepaired": "true",
  "netlist_area_um2": 53800,
  "post_synth_arst_share_pct": 0,
  "synth.avg_cell_area_um2": 7.78,
  "clock_sinks": 1024,
  "dp.final_hpwl_um": 120000,
  "edff_count_synth": 0,
  "netlist_top_cells_area": "sky130_fd_sc_hd__dfxtp_1, sky130_fd_sc_hd__mux2i_1, sky130_fd_sc_hd__nand2_1, sky130_fd_sc_hd__a21oi_1, sky130_fd_sc_hd__a22oi_1",
  "vias_per_cell": 5.67,
  "ys_chip_area_um2": 53800,
  "timing.max_slew.rel_slack_pct": 43.8,
  "route.vias.total": 54700,
  "ff_latch_area_um2": 20600,
  "grt_pass1_wl_um": 313000,
  "net-switching-power_w": 0.00461,
  "share_comb_of_total_power_pct": 9.2,
  "boundaryPins": 114,
  "drt_drc_violations_left": 0,
  "core-area_um2": 133000,
  "via_count_of_the_first_global_routing_pass": 52700,
  "setup_viol_count_final": 0,
  "report.final.hold_viol_count": 0,
  "timing.final.max_slew_violations": 0,
  "layout_overhead_on_the_synthesized_area_pct": 23.0,
  "totalPowerFinal_w": 0.0145,
  "die_h_um": 369
}
metrics by stage:
step                      cell area [µm²]  hold WS (ns)  worst slack (ns)  TNS, ns  cells
after floorplan                     53800         0.448              1.10        0   6915
after global placement              56600         0.453            0.0566        0   8389
after detailed placement            56600         0.459            0.0634        0   8389
after CTS                           65900         0.457            -0.157   -0.855   9636
after global routing                66200         0.470           -0.0849  -0.0973   9636
final                               66200         0.457           0.00691        0   9637
timing repair:
action | in CTS | in global routing
hold buffers | 0 | 0
resized | 347 | 71
endpoints found under the setup margin | 64 | 26
pin swaps | 115 | 35
buffers inserted | 16 | 1
routing by layer:
| metal | track usage (%) | up-vias | share of wire (%) |
|---|---|---|---|
| li1 | - | 25400 | - |
| met1 | 42.5 | 25800 | 41 |
| met2 | 44.1 | 2904 | 44 |
| met3 | 12.0 | 518 | 12 |
| met4 | 14.0 | 12 | 3.9 |
| met5 | 0.677 | - | 0.085 |
final cells by class:
type	count	area share, %
Multi-Input combinational cell	5228	47.6
Sequential cell	1024	31.1
Clock inverter	1118	7.46
Timing Repair Buffer	381	6.03
Clock buffer	116	4.39
Tap cell	1768	3.34
Inverter	1	0.00567
Antenna cell	1	0.00378
placed cells by master, fill, tap and decap left out, types with 28 or more instances in the layout:
master / count
sky130_fd_sc_hd__dfxtp_2: 88
sky130_fd_sc_hd__a22o_1: 128
sky130_fd_sc_hd__nand3_2: 44
sky130_fd_sc_hd__clkdlybuf4s50_1: 49
sky130_fd_sc_hd__buf_4: 196
sky130_fd_sc_hd__nand2_1: 2256
sky130_fd_sc_hd__nand3_1: 143
sky130_fd_sc_hd__a31oi_4: 43
sky130_fd_sc_hd__a22oi_1: 191
sky130_fd_sc_hd__inv_1: 1045
sky130_fd_sc_hd__dlygate4sd2_1: 42
sky130_fd_sc_hd__clkbuf_16: 116
sky130_fd_sc_hd__dfxtp_1: 936
sky130_fd_sc_hd__nor2_4: 28
sky130_fd_sc_hd__a21oi_1: 1216
sky130_fd_sc_hd__buf_12: 70
sky130_fd_sc_hd__clkinvlp_2: 38
sky130_fd_sc_hd__nor3_4: 41
sky130_fd_sc_hd__mux2i_1: 1024
cell families after synthesis:
kind of cell	share of synthesized area [%]
buffers and inverters	6.43
muxes	19.1
AOI/OAI and AO/OA	16.8
and+or+nand+nor	19.6
DFF	38.1
power by group through the flow:
stage	clock network, W	registers, W	logic, W
CTS	0.00805	0.00532	0.00129
global route	0.00871	0.00530	0.00137
finish	0.00787	0.00532	0.00134
path summary, 6_finish.rpt:
| kind | slack (ns) | start | end | cells past startpoint |
|---|---|---|---|---|
| hold / removal | 0.46 | register_file[5][26]$_SDFFE_NP0P_ | register_file[5][26]$_SDFFE_NP0P_ | 2 |
| setup reg to reg | 7.09 | register_file[5][14]$_SDFFE_NP0P_ | register_file[5][14]$_SDFFE_NP0P_ | 3 |
| setup / recovery | 0.007 | register_file[5][9]$_SDFFE_NP0P_ | rg_rd_data1[9] | 6 |
| hold reg to reg | 0.46 | register_file[5][26]$_SDFFE_NP0P_ | register_file[5][26]$_SDFFE_NP0P_ | 2 |
critical path, cell delays in order (launching register included):
cell and delay, ns:
sky130_fd_sc_hd__dfxtp_2 0.33, sky130_fd_sc_hd__mux2i_1 0.07, sky130_fd_sc_hd__a22o_1 0.29, sky130_fd_sc_hd__nor3_4 0.24
sky130_fd_sc_hd__a31oi_4 0.09, sky130_fd_sc_hd__nand3_2 0.12, sky130_fd_sc_hd__clkdlybuf4s50_1 0.46
cell usage after synthesis (64+ instances only):
| cell | number |
|---|---|
| sky130_fd_sc_hd__buf_4 | 104 |
| sky130_fd_sc_hd__a21oi_1 | 1216 |
| sky130_fd_sc_hd__clkbuf_1 | 308 |
| sky130_fd_sc_hd__a31oi_1 | 64 |
| sky130_fd_sc_hd__dfxtp_1 | 1024 |
| sky130_fd_sc_hd__nand2_1 | 2276 |
| sky130_fd_sc_hd__mux2i_1 | 1024 |
| sky130_fd_sc_hd__nor3_1 | 65 |
| sky130_fd_sc_hd__buf_2 | 179 |
| sky130_fd_sc_hd__nand3_1 | 192 |
| sky130_fd_sc_hd__a22oi_1 | 192 |
| sky130_fd_sc_hd__a22o_1 | 128 |
Power figures rest on the tool's default switching activity, not on a simulated workload.

**flow/design.v**
```verilog
`timescale 1ns / 1ps
module imm_Gen(
    input logic [31:0] inst_code,
    output logic [31:0] Imm_out);
always_comb
    case(inst_code[6:0])
        7'b0000011:  
            Imm_out = {(inst_code[14:12]==3'b100 || inst_code[14:12]==3'b101) ? 20'b0 : (inst_code[31] ? 20'b1 : 20'b0), inst_code[31:20]};
        7'b0010011:       
            Imm_out = {(inst_code[14:12]==3'b011) ? 20'b0 : (inst_code[31] ? 20'b1 : 20'b0), inst_code[31:20]};
        7'b0100011:    
            Imm_out = {inst_code[31] ? 20'b1 : 20'b0, inst_code[31:25], inst_code[11:7]};
        7'b1100011:   
            Imm_out = {inst_code[31] ? 20'b1 : 20'b0, inst_code[7], inst_code[30:25], inst_code[11:8], 1'b0};
        7'b0110111:  
            Imm_out = {inst_code[31:12], 12'b0};
        7'b0010111:  
            Imm_out = {inst_code[31:12], 12'b0};
        7'b1101111:  
            Imm_out = {inst_code[31] ? 12'b1 : 12'b0, inst_code[19:12], inst_code[20], inst_code[30:25], inst_code[24:21], 1'b0};
        7'b1100111:  
            Imm_out = {inst_code[31] ? 20'b1 : 20'b0, inst_code[31:20]};
        default: 
            Imm_out = {32'b0};
    endcase
endmodule
```
**flow/run.sh**
```bash
#!/bin/bash
# OpenROAD 26Q1-2900-gdf79404cd8, Yosys 0.63+post, stock flow scripts
make -C /OpenROAD-flow-scripts/flow DESIGN_CONFIG=/design/flow/config.mk WORK_HOME=/design/flow/orfs finish
```
**flow/config.mk**
```make
export PLATFORM = sky130hd
export DESIGN_NAME = imm_Gen
export DESIGN_NICKNAME = imm_Gen
export VERILOG_FILES = /design/flow/design.v
export SDC_FILE = /design/flow/constraint.sdc
export NUM_CORES = 4
export LEC_CHECK = 1
export CORE_AREA = 10 10 70 70
export DIE_AREA = 0 0 80 80
```
**flow/constraint.sdc**
```tcl
current_design imm_Gen

set clk_period 2.8
set clk_io_pct 0.2

create_clock -name clk0 -period $clk_period

set non_clock_inputs [all_inputs -no_clocks]
set_input_delay [expr $clk_period * $clk_io_pct] -clock clk0 $non_clock_inputs
set_output_delay [expr $clk_period * $clk_io_pct] -clock clk0 [all_outputs]
```
==> datasheet_impl.txt <==
Physical design parameters

Parameter                              Value

Floorplanning
  Die boundary height    80 um
  Rows    21
  Starting density of the core    11.2%
  Core footprint    3420 sq um
  Die x size    80 um
  Overall die area    6400 sq um
  Top-Level Pins    64

Power
  Power per Cell Area    68.5 nW/um^2
  Internal power of the cells    59.8 uW
  Power share of the sequential group    0%
  Static leakage    0.572 nW
  Net load switching power    26.1 uW
  Proportion of power drawn by the clock network    0%
  Switch share    30.4%
  Combinational Power Share    100.0%
  IR Drop Worst-Case VDD    60.1 uV

Global routing
  Number of antenna violations at the first check in global routing    0
  Largest net degree at the start of global routing    9
  Wire length of the first global-routing pass    3.83 mm
  Aggregate global-route resource usage    7.09%
  GRT overflow    0
  Number of global-route vias before repair    822

Clock network
  CTS Hold Buffers Added    0

Logic synthesis
  Leading cell types by total area after synthesis    sky130_fd_sc_hd__and2_1, sky130_fd_sc_hd__and2_2, sky130_fd_sc_hd__a22o_1
  Number of unique standard cell types used by synthesis    18
  Top area contributor share    29.3%
  Synth Instances    57
  Most area-hungry cell type in the Yosys netlist    sky130_fd_sc_hd__and2_1
  Synthesized area per cell    6.74 sq um
  Post-synthesis instance area    384 sq um
  Total of warnings raised by yosys    1
  Yosys-reported design area after synthesis    384 sq um
  Yosys cell count    57
  Sequential share of the synthesized area    0%

Finish
  Most used cells in the layout excluding fill and tap cells    sky130_fd_sc_hd__clkdlybuf4s50_1, sky130_fd_sc_hd__and2_1, sky130_fd_sc_hd__buf_4
  Share of cells above drive strength 1    28.4%
  Non-filler instance count after layout    180
  Sequential cell area in the final layout    0 sq um
  Clk_buf instances    0
  Filler cells    355
  Combinational gate area    457 sq um
  Count of flip-flops and latches    0
  Dominant logic cell type in the layout    sky130_fd_sc_hd__clkdlybuf4s50_1
  Layout overhead on the synthesized area    227%

Placement
  Number of buffers inserted by port buffering    64
  Post-placement cell count    176
  Post-DP HPWL    2.09 mm
  Weighted congestion at the end of routability-driven global placement    0.821

Route
  Vias after detailed routing    736
  Detail Route Antenna Nets    0
  Number of design-rule violations left by the first detailed-router iteration    3
  Drt total wl    2.40 mm
  Drt pass-1 iters    4
  DRC violation count after routing    0
  Routed wire per std cell    13.3 um
  Number of diodes added for antenna fixing    0
  Number of vias per cell    4.09

STA
  Worst relative slew slack    80.0%
  Minimum period implied by the final worst setup slack    2.68 ns
  Final Max Tran Viols    0
  Setup repair after global routing missed its margin    false
  Number of endpoints with negative hold slack in the final report    0
  Aggregate negative setup slack    0 ns
  Number of setup violations in the final report    0
  Achievable frequency    373 MHz
  Transition time at the pin with the least slew margin    0.299 ns
  Worst hold margin    1.66 ns
  Share of the cycle needed by the critical path after routing    95.6%

Hold path
  Type of the tightest min-delay check    in -> out

Status
  Result of the run    finished clean

Flow run
  Max_cap viols    0
  Number of logged tool warnings    33

Critical path
  Largest fanout on the critical path    3
  Element type at the critical path end    primary output
  Worst path arrival time    2.12 ns
  Startpoint type of the worst setup path    input pin
  Worst endpoint required time    2.24 ns
  Type of the worst setup path    in -> out
[worst paths after layout]
kind	startpoint	to	slack, ns	cells after the start
setup / recovery	inst_code[14]	Imm_out[12]	0.12	6
hold / removal	inst_code[6]	Imm_out[11]	1.66	4
[final cells by class]
cell class / count / area share, %
Tap cell: 46 / 4.59
Multi-Input combinational cell: 56 / 36.4
Timing Repair Buffer: 78 / 59.0
[metrics by stage]
step | area [sq um] | power, mW | worst slack (ns) | util, %
2_1_floorplan | 384 | 0.0113 | 0.851 | -
3_3_place_gp | 1150 | 0.0825 | -0.187 | 33.7
3_5_place_dp | 1150 | 0.0826 | -0.219 | 33.7
4_1_cts | 1210 | 0.0850 | -0.0575 | 35.5
5_1_grt | 1250 | 0.0931 | 0.00523 | 36.7
6_report | 1250 | 0.0859 | 0.122 | 36.7
[per-layer routing]
layer	part of all wire, %	vias up	GRT usage, %
met5	0	-	0
met4	0	0	0
met3	14	0	3.86
met2	47	38	11.8
met1	39	331	8.31
li1	-	367	-
[cell usage after synthesis (all sizes together)]
cell type  instances
nand4              1
and3               1
nand4b             1
nor2               3
o221ai             1
o211ai             1
nand3              3
and4b              1
buf                1
o21ai              2
a22o               6
nand2              7
a41o               1
a32o               1
or3b               1
nor4bb             1
and2              25
[kinds of logic (layout without fill, tap and decap cells)]
kind of cell    after synthesis  after routing  synth area share, %
compound gates               12             12                 26.1
simple gates                 44             44                 72.6
buf+inv                       1             78                 1.30
[power groups by stage]
stage | clock, mW | combinational [mW] | sequential [mW]
final | 0 | 0.0859 | 0
after global routing | 0 | 0.0931 | 0
after CTS | 0 | 0.0850 | 0
[repair_timing]
item | CTS | global route
pin swaps | 6 | 8
gates cloned | 0 | 0
setup buffers | 1 | 3
setup endpoints to repair | 32 | 27
gates resized | 22 | 11
[critical path, cell delays in order]
cell,delay (ns)
sky130_fd_sc_hd__clkdlybuf4s50_1,0.48
sky130_fd_sc_hd__or3b_2,0.44
sky130_fd_sc_hd__nand4_1,0.11
sky130_fd_sc_hd__o211ai_1,0.10
sky130_fd_sc_hd__a22o_1,0.18
sky130_fd_sc_hd__dlygate4sd2_1,0.25
Power and IR drop assume default switching activity.

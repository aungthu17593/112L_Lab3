`flow/design.v`:
```
`timescale 1ns / 1ps
module alu#(
        parameter DATA_WIDTH = 32,
        parameter OPCODE_LENGTH = 4
        )(
        input logic [DATA_WIDTH-1:0]    SrcA,
        input logic [DATA_WIDTH-1:0]    SrcB,
        input logic [OPCODE_LENGTH-1:0]    Operation,
        output logic[DATA_WIDTH-1:0] ALUResult
        );
        always_comb
        begin
            ALUResult = 'd0;
            case(Operation)
                4'b0000:         
                    ALUResult = SrcA & SrcB;
                4'b0001:         
                    ALUResult = SrcA | SrcB;
                4'b0010:         
                    ALUResult = SrcA + SrcB;
                4'b0011:         
                    ALUResult = SrcA ^ SrcB;
                4'b0100:         
                    ALUResult = ($signed(SrcA) < $signed(SrcB)) ? 'b1 : 'b0;
                4'b0101:         
                    ALUResult = (SrcA < SrcB) ? 'b1 : 'b0;
                4'b0110:         
                    ALUResult = $signed(SrcA) - $signed(SrcB);
                4'b0111:         
                    ALUResult = SrcA << SrcB[4:0];
                4'b1000:         
                    ALUResult = SrcA >> SrcB[4:0];
                4'b1001:         
                    ALUResult = SrcB >>> SrcB[4:0];
                4'b1010:         
                    ALUResult = ($signed(SrcA) == $signed(SrcB)) ? 'b0 : 'b1;
                4'b1011:         
                    ALUResult = ($signed(SrcA) != $signed(SrcB)) ? 'b0 : 'hffffffff;
                4'b1100:         
                    ALUResult = ($signed(SrcA) < $signed(SrcB)) ? 'b0 : 'b1;
                4'b1101:         
                    ALUResult = ($signed(SrcA) >= $signed(SrcB)) ? 'b0 : 'b1;
                4'b1110:         
                    ALUResult = ($unsigned(SrcA) < $unsigned(SrcB)) ? 'b0 : 'b1;
                4'b1111:         
                    ALUResult = ($unsigned(SrcA) >= $unsigned(SrcB)) ? 'b0 : 'b1;
                default:
                    ALUResult = 'b0;
            endcase
        end
endmodule
```
`flow/config.mk`:
```
export PLATFORM = sky130hd
export DESIGN_NAME = alu
export DESIGN_NICKNAME = alu
export VERILOG_FILES = /design/flow/design.v
export SDC_FILE = /design/flow/constraint.sdc
export NUM_CORES = 4
export LEC_CHECK = 1
export CORE_UTILIZATION = 30
```
`flow/run.sh`:
```
#!/bin/bash
# OpenROAD 26Q1-2900-gdf79404cd8, Yosys 0.63+post, stock flow scripts
make -C /OpenROAD-flow-scripts/flow DESIGN_CONFIG=/design/flow/config.mk WORK_HOME=/design/flow/orfs finish
```
`flow/constraint.sdc`:
```
current_design alu

set clk_period 23.8
set clk_io_pct 0.2

create_clock -name clk0 -period $clk_period

set non_clock_inputs [all_inputs -no_clocks]
set_input_delay [expr $clk_period * $clk_io_pct] -clock clk0 $non_clock_inputs
set_output_delay [expr $clk_period * $clk_io_pct] -clock clk0 [all_outputs]
```
==> results.cfg <==
; yosys + openroad results
[outcome]
status = finished clean

[worst_setup_path]
cp.required_ps = 19040
end_kind = output pin
path_class = in -> out
cp-start-kind = input pin
cp_max_fo = 6
crit_arrival_ps = 9510

[power_and_ir_drop]
switching_share_pct = 63.3
p_leak_nw = 4.65
intPower_mw = 0.106
cellPowerDensity_nw_per_um2 = 25.4
irDropWorstVdd_mv = 0.0101
switching_power_mw = 0.183

[placement]
port_buffers = 100
routabilityCongestion = 1.06
post-dp-hpwl_mm = 44.9
dp_cells = 2022

[synthesis]
synth.area.mux_share_pct = 16.6
ys_sh_aoi_pct = 37.6
synth.logic.top_family = AND-OR/OR-AND gates
ys_seq_share_pct = 0
syn_inst = 1570
yosys.area_share.simple_pct = 23.1
ys_cells = 1570
synth-xor-area-share_pct = 1.30
avgSynthCellArea_sq_um = 6.41
synth_warnings = 1
ys_area_sq_um = 10100
syn-cell-area_sq_um = 10100
yosysUniqueCellTypes = 78
synth_adder_area_share_pct = 12.6

[floorplanning]
die_x_um = 185
fp_util_pct = 30.7
core.rowCount = 66
core_area_sq_um = 32800
ios = 100
dieArea_sq_um = 34300
die_y_um = 185

[cts]
post_cts_resized = 0
post-cts-setup-buffers = 0
cts_hold_buf = 0

[sta]
max-slew-margin-rel_pct = 31.0
tightest_slew_ps = 1030
min_period_ps = 14270
drv_slew = 0
rsz0062_at_grt = no
fin_crit_sh_pct = 60.0
hold_viol_final = 0
setup_violations = 0
final.setup.tns_ps = 0
fmaxAchievable_mhz = 70.1

[cells_and_area]
syn_to_final_growth_pct = 12.8
seq_cell_count = 0
fill_cells = 3619
lay_top_cells = nor2_1 (207), a21oi_1 (172), nand2_1 (152)
clkbuf_count = 0
stdcell_count = 2023
flop_area_sq_um = 0
drive_gt1_share_pct = 6.71
lay_top_count = nor2_1
logic_area_sq_um = 9200

[drt]
wire_per_inst_um = 28.0
via_per_inst = 6.40
vias = 12900
wl_mm = 56.7
drt_iter0_markers = 1596
drtPass1Iterations = 5
route.antenna.remaining_nets = 0
drcViolationCount = 0

[worst_hold_path]
hp-class = in -> out

[flow_run]
warnings = 98
maxCapViolations = 0

[grt]
grt.total_usage_pct = 33.6
antenna_found_initial = 1
grt_max_degree = 58
grt_overflow = 0
grt_pass1_vias = 12100
grt_pass1_wl_mm = 82.8
==> power groups by stage <==
stage / Sequential, mW / Combinational, mW / Clock (mW)
4_1_cts: 0 / 0.280 / 0
5_1_grt: 0 / 0.307 / 0
==> worst paths after layout <==
path,from,to,slack (ps),cells after the start
worst min-delay path,SrcB[1],ALUResult[1],10780,4
worst max-delay path,SrcA[0],ALUResult[0],9530,15
==> kinds of logic (layout without fill, tap and decap cells) <==
| family | after synthesis | count (layout) |
|---|---|---|
| other | 0 | 1 |
| adders and majority gates | 100 | 100 |
| xor gates and xnor gates | 15 | 15 |
| muxes | 125 | 125 |
| AOI/OAI and AO/OA | 583 | 583 |
| buffers and inverters | 222 | 232 |
| and+or+nand+nor | 525 | 525 |
==> stage by stage <==
stage	setup slack, ps	hold WS (ps)	cell area, sq um	util [%]	power, mW
CTS	9700	10770	11400	34.6	0.280
detailed placement	9720	10760	11400	34.6	0.279
global route	9230	10830	11400	34.6	0.307
floorplan	10810	9720	10100	-	0.168
global placement	9650	10760	11400	34.6	0.282
finish	9530	10780	11400	34.6	0.288
==> critical path: stages <==
cell	delay (ps)
clkdlybuf4s50_1	550
inv_1	220
ha_1	210
inv_1	60
fa_1	460
nor2b_1	190
o21ai_0	260
a31oi_1	200
a21oi_1	340
o21ai_1	250
a211oi_1	550
o211ai_1	180
o31ai_1	600
a21oi_1	200
clkdlybuf4s50_1	440
==> routing by layer <==
layer	global-route usage [%]	up-vias	share of wire [%]
met1	48.2	6263	43
met2	50.4	708	43
met4	8.07	0	3.0
li1	-	5867	-
met3	8.22	100	10
met5	0	-	0
==> Yosys cell counts (14+ instances only) <==
cell	n	share of area, %
nor2_1	208	7.8
a21oi_1	172	8.5
nand2_1	152	5.7
o21ai_0	111	5.5
ha_1	98	12
inv_1	96	3.6
mux2i_1	77	7.7
clkbuf_1	73	2.7
nor3_1	39	1.9
o22ai_1	39	2.4
a31oi_1	33	2.0
mux4_2	32	7.2
nand3_1	28	1.4
a211oi_1	26	1.9
buf_1	24	0.89
o211ai_1	24	1.8
a21o_1	17	1.3
o31ai_1	17	1.3
buf_2	16	0.80
mux2_2	16	1.8
nand4_1	16	0.99
nor2b_1	16	0.99
a221oi_1	15	1.3
nand2b_1	15	0.93
nor4_1	14	0.87
xnor2_1	14	1.2
==> cell type report <==
type	count	share of cell area, %
antenna	1	0.0220
inverter	99	3.27
multi-input combinational	1348	81.0
tap	442	4.87
timing repair buffer	133	10.8
Power and IR drop assume default switching activity.
